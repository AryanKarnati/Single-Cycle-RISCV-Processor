`flow/config.mk`:
```
export PLATFORM = sky130hd
export DESIGN_NAME = ALU
export DESIGN_NICKNAME = ALU
export VERILOG_FILES = /design/flow/design.v
export SDC_FILE = /design/flow/constraint.sdc
export NUM_CORES = 4
export LEC_CHECK = 1
export CORE_UTILIZATION = 40
```
`flow/constraint.sdc`:
```
current_design ALU

set clk_period 19.4
set clk_io_pct 0.2

create_clock -name clk0 -period $clk_period

set non_clock_inputs [all_inputs -no_clocks]
set_input_delay [expr $clk_period * $clk_io_pct] -clock clk0 $non_clock_inputs
set_output_delay [expr $clk_period * $clk_io_pct] -clock clk0 [all_outputs]
```
`flow/design.v`:
```
module ALU(
	input logic [31:0] A,  
	input logic [31:0] B,  
	input logic [3:0] ALUControl,  
	output logic [31:0] result,  
	output logic zero  
);
always_comb begin
	case(ALUControl)
	  4'b0000: result = A & B;  
	  4'b0001: result = A | B;  
	  4'b0010: result = A + B;  
	  4'b0011: result = A - B;  
	  4'b0100: result = (A < B) ? 32'b1: 32'b0;  
	  4'b0101: result = A ^ B;  
	default: result = 32'b0;  
 endcase
end
endmodule
```
`flow/run.sh`:
```
#!/bin/bash
# OpenROAD 26Q1-2900-gdf79404cd8, Yosys 0.63+post, stock flow scripts
make -C /OpenROAD-flow-scripts/flow DESIGN_CONFIG=/design/flow/config.mk WORK_HOME=/design/flow/orfs finish
```
==> changes_impl.md <==
### Physical design

* Outcome: completed
* Post-cts resize count at 0
* Yosys chip area at 0.00463 mm²
* Storage element area at 0 µm²
* Synth cell types at 70
* Largest net degree at the start of global routing at 51
* Count of inserted antenna diode cells at 0
* Hold-fix buffers, CTS at 0
* Antenna-violating nets left at 0
* Core Area at 0.0111 mm²
* Vias in the first global route at 4721
* Vias per cell at 5.72
* Chip Width at 110 µm
* Area grow syn2layout at 23.5%
* Vias at 5209
* Slew @ Worst Pin at 724 ps
* DR pass1 iterations at 4
* HP Class: in -> out
* Crit end category: output pin
* GRT overflow at 0
* Drt first-iter violations at 231
* Synth warn at 2
* All-Layer GR Usage at 24.6%
* Dpl hpwl at 11400 µm
* Cycle use final at 61.1%
* Port buffer count at 100
* Flop count at 0
* Crit-path max FO at 4
* Die Ht at 110 µm
* Fraction of layout cells with a size suffix above 1 at 2.98%
* Worst Slack Setup Final at 7550 ps
* Post-CTS setup buffer count at 0
* PD cells at 25.8 mW/mm²
* Critical Path RT at 15520 ps
* Mapped Cells at 701
* Setup Crit Path Kind: in -> out
* Critical Path AT at 7970 ps
* Wirelength per Cell at 16.0 µm
* DIE AREA at 0.0120 mm²
* Global-route wire length before repair at 23500 µm
* P_leak at 2.60 nW
* Setup TNS at 0 ps
* Max Cap Violations at 0
* Hold path depth at 5
* Worst vdd ir at 10.6 µV
* Final Critical Period at 11850 ps
* Max transition margin at 51.1%
* Initial antenna violation count at 0
* # DRC at 0
* Final WL at 14600 µm
* Achievable Freq at 84.4 MHz
* Dpl ws at 7580 ps
* Clock buf count at 0
* Seq share, synth at 0%
* Final hold slack at 8920 ps
* Mapped cell area at 0.00463 mm²
* Mean Syn Cell Area at 6.61 µm²
* CP startpoint kind: primary input
* Final Hold Vio Count at 0
* # IOs at 101
* Gpl congestion at 0.929
* Site Rows at 38
* Final tally of setup violations at 0
* Slew Limit Fails at 0
* Count of tool warnings at 102
* RSZ-0062 raised after global routing: false
* Core Util at FP at 41.8%
* Yosys cell count at 701
[where the power goes]
group          switching [mW]  internal, mW
Clock                       0             0
Sequential                  0             0
Combinational          0.0806        0.0670
[cells in the mapped netlist (11+ instances only)]
master,number,area (µm²)
a21oi_1,85,425
nand2_1,40,150
ha_1,102,1280
nor3_1,12,60.1
xnor2_1,12,105
nor2_1,67,251
a22oi_1,11,82.6
inv_1,92,345
nand3_1,20,100
nand2b_1,13,81.3
o21bai_1,15,113
clkbuf_1,32,120
o21ai_0,40,200
[per-stage QoR]
stage | utilization [%] | instance area [µm²] | cells | power (mW)
after floorplan | - | 4630 | 701 | 0.0913
after global placement | 51.6 | 5720 | 911 | 0.146
after detailed placement | 51.6 | 5720 | 911 | 0.146
after CTS | 51.6 | 5720 | 911 | 0.147
after global routing | 51.6 | 5720 | 911 | 0.164
final | 51.6 | 5720 | 911 | 0.148
[layer usage]
metal | global-route usage, % | part of all wire (%) | wire length [µm] | up-vias
met5 | 0 | 0 | 0 | -
met1 | 35.8 | 50 | 7290 | 2414
li1 | - | - | - | 2651
met2 | 42.2 | 46 | 6750 | 142
met4 | 0.762 | 0.21 | 31 | 0
met3 | 1.27 | 3.7 | 537 | 2
[critical path, cell delays in order]
cell	delay, ps
clkdlybuf4s50_1	490
inv_1	80
ha_1	230
fa_1	390
o21bai_1	200
o2111ai_1	210
a211oi_2	360
a311oi_2	210
a31o_2	320
o21ai_1	150
nand2_1	90
a21oi_1	310
o21bai_1	100
a2111oi_0	430
nor2_1	100
clkdlybuf4s50_1	420
[kinds of logic after synthesis]
| logic type | count (synthesis) | share of synthesized area (%) |
|---|---|---|
| buf+inv | 131 | 10.8 |
| fa+ha+maj | 104 | 28.4 |
| compound gates | 261 | 38.0 |
| mux | 3 | 0.648 |
| xor+xnor | 15 | 2.84 |
| other cells | 1 | 0.0810 |
| simple gates | 186 | 19.2 |
[final cells by class]
| type | count | area [µm²] |
|---|---|---|
| Fill cell | 1081 | 5360 |
| Multi-Input combinational cell | 570 | 4140 |
| Timing Repair Buffer | 107 | 1050 |
| Inverter | 94 | 353 |
| Tap cell | 140 | 175 |
[path summary, 6_finish.rpt]
check / start / endpoint / slack [ps]
max: A[0] / result[0] / 7550
min: B[6] / result[6] / 8920
[layout by cell type, fill, tap and decap left out, types with 3 or more instances in the layout]
cell	count
inv_1	92
o221ai_1	9
a211o_1	5
nand4_1	3
ha_1	102
o211ai_1	10
a211oi_1	7
a21oi_1	85
a2111oi_0	4
buf_4	7
nand3b_1	3
a221oi_1	10
xor2_1	3
or3_1	3
o2111ai_1	6
nor4_1	5
o31a_1	3
xnor2_1	12
nand3_1	20
o21ai_1	3
mux2i_1	3
a21o_1	9
nor2b_1	4
o21bai_1	15
o21ai_0	40
nor3_1	12
a31oi_1	5
nand2_1	40
o31ai_1	8
clkdlybuf4s50_1	100
a22oi_1	11
a21boi_0	3
nor2_1	67
nor3b_1	3
o311ai_0	5
nand2b_1	13
No activity file was given, so power comes from the tool's default toggle rates.
