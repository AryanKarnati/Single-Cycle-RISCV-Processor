$ cat config.mk
export PLATFORM = sky130hd
export DESIGN_NAME = NextPCMux
export DESIGN_NICKNAME = NextPCMux
export VERILOG_FILES = /design/flow/design.v
export SDC_FILE = /design/flow/constraint.sdc
export NUM_CORES = 4
export LEC_CHECK = 1
export CORE_AREA = 10 10 86 86
export DIE_AREA = 0 0 96 96
$ cat constraint.sdc
current_design NextPCMux

set clk_period 2.8
set clk_io_pct 0.2

create_clock -name clk0 -period $clk_period

set non_clock_inputs [all_inputs -no_clocks]
set_input_delay [expr $clk_period * $clk_io_pct] -clock clk0 $non_clock_inputs
set_output_delay [expr $clk_period * $clk_io_pct] -clock clk0 [all_outputs]
$ cat design.v
module NextPCMux (
	input logic [31:0] pc_plus_4,
	input logic [31:0] branch_target,
	input logic [31:0] jump_target,
	input logic [1:0] pc_src,
	output logic [31:0] next_pc
);
always_comb begin
	case(pc_src)
	2'b00 : next_pc = pc_plus_4;  
	2'b01 : next_pc = branch_target;  
 	2'b10 : next_pc = jump_target;  
	default : next_pc = 32'h00000000;  
endcase
end
endmodule
$ cat run.sh
#!/bin/bash
# OpenROAD 26Q1-2900-gdf79404cd8, Yosys 0.63+post, stock flow scripts
make -C /OpenROAD-flow-scripts/flow DESIGN_CONFIG=/design/flow/config.mk WORK_HOME=/design/flow/orfs finish
==> run summary <==
Notes from the flow run.

STA:
- The run gives the achievable frequency as 0.382 GHz.
- The run puts the final critical path time including I/O delays and setup at 2620 ps.
- The run gives the slew of the pin with the lowest slew margin as 415 ps.
- For the final routed database, the setup TNS stands at 0 ps.
- The run gives the final worst setup slack as 180 ps.
- The final timing summary puts the cycle share of the worst path at 93.6%.
- Setup repair after global routing left no endpoint under its margin.
- The run gives the total setup violations reported at the end of the flow as 0.
- The run gives the number of hold violations in the final report as 0.
- Per the slew report, the remaining headroom to the max-slew limit stands at 72.3%.
- In the final report, the number of pins over their slew limit comes to 0.

Run:
- The run gives the number of warnings the tools reported as 32.
- The run gives the number of max-capacitance violations reported as 0.

Final layout:
- The post-route netlist has 8.04% of its cells at a drive strength greater than 1.
- In the final layout, flip-flops and latches occupy 0 µm².
- The run puts the final core utilization at 38.5%.
- After layout, the clock buffer instance count stands at 0.
- The run gives the tally of filler cells in the layout as 556.
- The run puts the post-synthesis to final-layout area growth at 171%.
- The run gives the final cell count without fillers as 271.
- The final layout contains a sequential cell count of 0.

Power:
- The run puts the leakage power total at 0.000802 µW.
- The run gives the largest voltage drop on the vdd net as 68.2 µV.
- The run puts the total power at 311 µW.
- The run gives the areal power density over the cells as 146 mW/mm².

Outcome:
- The flow ran to the end, and the final reports show no timing, DRC or antenna violations.

GRT:
- The run gives the first-pass GRT wire length as 6580 µm.
- The run puts the pin count of the biggest net entering global routing at 33.
- The run puts the number of antenna violations at the first check in global routing at 0.
- The run gives the via count of the first global-routing pass as 1159.
- The run puts the overflow left after global routing at 0.
- The run puts the total global-route track usage at 8.78%.

Clocking:
- The run gives the count of instances resized after the clock tree is built as 0.
- The run gives the post-CTS setup-driven buffer insertion count as 0.
- The run puts the number of hold buffers added after CTS at 0.

Floorplan:
- Once the floorplan was initialized, standard cells occupied 14.2% of the core.
- Per the OpenROAD floorplan log, the height of the die is 96 µm.
- The run puts the core outline area at 0.00554 mm².
- The run puts the row count at 27.
- The run puts the area of the chip at 0.00922 mm².
- During I/O placement, the number of pins put on the boundary was 130.
- The horizontal die dimension reported for this design is 96 µm.

Place:
- The run gives the global placer's final weighted congestion as 0.746.
- The pre-CTS setup check shows a worst slack of 157 ps.
- The buffer_ports step reported a buffer count of 130.
- The run puts the number of placed instances with taps included at 271.
- The run puts the post-detailed-placement half-perimeter wirelength at 3870 µm.

Route:
- The run puts the total number of vias at 1103.
- The run puts the post-detailed-route wirelength per cell at 16.5 µm.
- The routed design ends up with an antenna cell count of 0.
- The iteration count recorded for the first detailed-route pass is 3.
- For this run, design rule violations remaining after detail routing come to 0.
- Once iteration 0 of detailed routing completed, the report listed 10 DRC markers.
- In this run the remaining antenna-violating nets after routing total 0.
- The run gives the final routed wirelength across all metal layers as 4470 µm.
- The script logs the ratio of routed vias to standard cells as 4.07.

Worst setup path:
- The run puts the worst path required time at 2240 ps.
- The run gives the maximum fanout count along the critical path as 32.
- The cell that appears most often on the critical path is clkdlybuf4s50_1.
- For reference, the critical path cell chain is clkdlybuf4s50_1 > nor2b_4 > buf_12 > o2bb2ai_1 > clkdlybuf4s50_1.
- STA classifies the critical path endpoint as a primary output.
- The run gives the largest incremental delay on the critical path as 500 ps.
- The timing report shows that the slowest cell on the worst path is clkdlybuf4s50_1.
- The run puts the data arrival time of the critical path at 2060 ps.
- For reference, the most critical setup path is categorized as input pin to primary output.
- The run gives the startpoint kind of the worst setup timing path as an input pin.

Yosys:
- The run puts the total number of yosys warnings at 1.
- Per the synthesis report, the number of distinct cell types is 8.
- The run gives the synthesized instance count as 77.
- The run puts the synthesized area per cell at 10.2 µm².
- The run gives the sequential element share of the synthesized area as 0%.
- mux2i_1 takes more of the synthesized area than any other cell.
- The run puts the summed instance area of the synthesized netlist at 787 µm².
- The run gives the total cells reported by yosys after synthesis as 77.
- Ranked by total cell area, the synthesized netlist is headed by mux2i_1 41%, o2bb2ai_1 24%, o2bb2ai_2 19%, buf_6 11%, nor2b_4 1.7%.
- The run puts the area reported by Yosys stat at 787 µm².
- The run gives the area share of the largest cell type after synthesis as 40.7%.

Worst hold path:
- In this run the worst hold path is classified as input pin to primary output.
- The run gives the number of cells on the worst hold path as 4.
==> layout by cell type (no fill, tap or decap) <==
cell type and instances:
clkdlybuf4s50_1 129, mux2i_1 32, o2bb2ai_1 22, o2bb2ai_2 10, buf_12 3, nor2b_4 1
buf_2 1, buf_4 1
==> worst max-delay path, delay by kind of cell <==
family	cells	cell delay [ps]
compound gates	1	140
buf+inv	3	1180
simple gates	1	160
==> worst paths after layout <==
kind	startpoint	endpoint
hold / removal	pc_src[1]	next_pc[9]
setup / recovery	pc_src[0]	next_pc[18]
==> cells in the mapped netlist, drive strengths merged <==
cell type and number:
o2bb2ai 32, mux2i 32, nor2b 1, buf 10, clkbuf 2
==> per-layer routing <==
| metal | part of all wire, % | up-vias | track usage (%) |
|---|---|---|---|
| li1 | - | 562 | - |
| met1 | 41 | 468 | 10.9 |
| met2 | 45 | 73 | 14.5 |
| met3 | 14 | 0 | 3.93 |
| met4 | 0 | 0 | 0 |
| met5 | 0 | - | 0 |
==> area by class of cell <==
type                       instances  area (µm²)  share of cell area (%)
tap                               72        90.1                    4.23
multi-input combinational         65         677                    31.8
timing repair buffer             134        1360                    64.0
==> cells by family after synthesis <==
| kind of cell | after synthesis | synth area share, % |
|---|---|---|
| and+or+nand+nor | 1 | 1.75 |
| muxes | 32 | 40.7 |
| buffers and inverters | 12 | 14.0 |
| AOI/OAI and AO/OA | 32 | 43.6 |
==> report_power, final <==
group / leakage [µW] / internal, µW / switching [µW] / total, µW
clock network: 0 / 0 / 0 / 0
registers: 0 / 0 / 0 / 0
logic: 0.000802 / 232 / 79.0 / 311
total: 0.000802 / 232 / 79.0 / 311
==> per-stage QoR <==
| stage | cell area (µm²) | hold WS [ps] |
|---|---|---|
| finish | 2130 | 2020 |
| global route | 2130 | 2060 |
| CTS | 2130 | 2040 |
| detailed placement | 2130 | 2040 |
| global placement | 2130 | 2040 |
| floorplan | 787 | 1180 |
Power and IR drop assume default switching activity.
