`flow/run.sh`:
```
#!/bin/bash
# OpenROAD 26Q1-2900-gdf79404cd8, Yosys 0.63+post, stock flow scripts
make -C /OpenROAD-flow-scripts/flow DESIGN_CONFIG=/design/flow/config.mk WORK_HOME=/design/flow/orfs finish
```
`flow/design.v`:
```
module RegisterFile(
	input logic clk,  
	input logic we,  
	input logic [4:0] rs1,  
	input logic [4:0] rs2,  
	input logic [4:0] rd,  
	input logic [31:0] wd,  
	output logic [31:0] rd1,  
	output logic [31:0] rd2  
);
logic [31:0] registers [31:0];  
assign rd1 = (rs1 != 0) ? registers[rs1] : 32'b0;  
assign rd2 = (rs2 != 0) ? registers[rs2] : 32'b0;  
always_ff @(posedge clk) begin
	if(we && rd != 0) begin
	 registers[rd] <= wd;
	end
     end
endmodule
```
`flow/constraint.sdc`:
```
current_design RegisterFile

set clk_period 5.9
set clk_io_pct 0.2

create_clock -name clk0 -period $clk_period [get_ports {clk}]

set non_clock_inputs [all_inputs -no_clocks]
set_input_delay [expr $clk_period * $clk_io_pct] -clock clk0 $non_clock_inputs
set_output_delay [expr $clk_period * $clk_io_pct] -clock clk0 [all_outputs]
```
`flow/config.mk`:
```
export PLATFORM = sky130hd
export DESIGN_NAME = RegisterFile
export DESIGN_NICKNAME = RegisterFile
export VERILOG_FILES = /design/flow/design.v
export SDC_FILE = /design/flow/constraint.sdc
export NUM_CORES = 4
export LEC_CHECK = 1
export CORE_UTILIZATION = 30
```
==> Changelog: implementation <==
### Physical design

* Result of the run: finished, final reports clean
* # placed instances at 4751
* Hold violation count in the final report at 0
* Final cell count without fillers at 4939
* Min-Delay Path Class: primary input to register
* H-Tree Depth at 3
* Routed length per placed instance at 31.7 µm
* Critical Setup Path Class: primary input to primary output
* Combinational cell fraction of total power at 9.4%
* Chain of cells forming the critical path: buf_8, nor2_4, buf_12, a221oi_1, o21ai_0, a311oi_1, clkdlybuf4s50_1
* Largest register by flop count: registers
* Clock root buffer master: sky130_fd_sc_hd__clkbuf_16
* Routability Congestion at 0.904
* Worst hold path cell count at 2
* Crit path arrival time at 4390 ps
* Endpoint class of the critical path: primary output
* DRT Pass-1 Iters at 5
* Part of the total power dissipated in sequential elements at 50.3%
* Highest cell delay on the worst timing path at 950 ps
* Total non-filler cell area in the finished layout at 55900 µm²
* Wire length of the first global-routing pass at 220 mm
* Post-CTS Repair Setup Buffers at 0
* Quantity of hold-fixing buffers added after cts at 0
* Post-Route Hold Slack at 1290 ps
* Final critical path time including I/O delays and setup at 5570 ps
* Critical Path Fanout Max at 47
* Total tool warning count at 26
* Overall overflow remaining after global route at 0
* Max reg flops at 1024
* Placed Area at 52500 µm²
* Fraction of final layout cells with drive strength greater than 1 at 28.7%
* Number of remaining DRC errors at 0
* Final max-slew violation count at 0
* Final setup violating endpoints at 0
* Total Die Area at 161000 µm²
* Sequential Area at 30700 µm²
* Maximum resistive drop on vdd at 0.205 mV
* Part of the cycle the worst path needs at 94.4%
* Number of vias in the routed layout at 27854
* Worst setup SP type: primary input
* Maximum count of clock buffers along a single path at 3
* Gate count after technology mapping at 2564
* Detailed placement HPWL at 92.3 mm
* Buffer and inverter count on the worst path at 3
* Setup Total Neg Slack at 0 ps
* Static leakage power at 0.0180 µW
* Slowest cell on crit path: sky130_fd_sc_hd__a311oi_1
* IO Count at 113
* Post-synthesis cell area at 47900 µm²
* Number of flip-flops and latches in the synthesized netlist at 1024
* Port Buffers at 112
* Largest net degree at the start of global routing at 81
* Relative contribution of the clock network to total power at 40.3%
* Biggest regs: registers x1024
* Share of the yosys chip area belonging to registers at 64.2%
* Post-detailed-route count of antenna-violating nets at 0
* Number of placement rows at 146
* Footprint of the multi-input gates at 16400 µm²
* Internal portion of total power at 12500 µW
* CP Depth at 7
* Number of distinct library cells after synthesis at 39
* Chip area estimate from yosys synthesis at 47900 µm²
* Worst Max-Slew Pin Slew at 1060 ps
* Maximum achievable frequency at 180 MHz
* Setup repair after global routing missed its margin: false
* Number of antenna violations at the first check in global routing at 7
* Horizontal die dimension at 402 µm
* Total Routing Usage GR at 20.6%
* Mean cell area of the mapped netlist at 18.7 µm²
* Clock buffer count from CTS at 100
* Tally of max-capacitance violations at 0
* Dominant delay contributor by cell family on the critical path: AND-OR/OR-AND gates
* Number of warnings reported in the yosys synthesis log at 1
* Synth async-reset ratio at 0%
* Net switching power at 3740 µW
* DIE HEIGHT at 402 µm
* DR vias/cell at 5.64
* Dominant synthesized flop cell: sky130_fd_sc_hd__edfxtp_1
* Post-cts resize count at 0
* Max-slew headroom at the worst pin at 28.9%
* Cell count in the Yosys report at 2564
* Drt initial violations at 1851
* Number of clock sinks at 1024
* Required time at the worst-slack endpoint at 4720 ps
* Placeable core region at 158000 µm²
* Via count of the first global-routing pass at 30773
* Clock tree from TritonCTS: built
* Switch share at 23.1%
* Area Growth Syn to Fin at 16.7%
* Number of fillers in the final layout at 14339
* Wirelength, routed at 157 mm
* Clock-pin slew reported for the worst setup and hold paths after clock tree synthesis at 60 ps
* Initial Utilization at 30.2%
* Count of library flops with an enable pin at 1024
* Power per Cell Area at 290 nW/µm²
==> through the flow <==
step | setup WS (ps) | power (µW) | util (%)
CTS | 202 | 16300 | 35.3
floorplan | 2130 | 9120 | -
global placement | 194 | 9840 | 33.2
finish | 331 | 16200 | 35.3
global route | 134 | 16700 | 35.3
detailed placement | 204 | 9840 | 33.2
==> cell families after synthesis <==
logic type / count (synthesis) / synth area share, %
DFF: 1024 / 64.2
muxes: 736 / 25.0
AOI/OAI and AO/OA: 374 / 6.15
buffers and inverters: 217 / 2.44
and+or+nand+nor: 212 / 2.18
other: 1 / 0.00783
==> power by group through the flow <==
stage	combinational (µW)	sequential, µW	clock (µW)
5_1_grt	1620	8160	6880
4_1_cts	1530	8150	6610
6_report	1530	8150	6530
==> layer usage <==
metal	part of all wire [%]	track usage [%]	vias to the layer above
li1	-	-	11466
met1	31	21.3	13850
met2	45	30.2	2133
met3	19	17.9	379
met4	4.1	6.53	26
met5	0.29	2.05	-
==> worst paths after layout <==
path / from / end / slack, ps
hold / removal: wd[16] / registers[14][16] / 1290
setup / recovery: rs1[1] / rd1[27] / 330
==> Yosys cell counts (all sizes together), types with 54 or more instances <==
cell type  number  share of area, %
a221oi         54               1.2
o21ai          54              0.56
buf           115               1.6
mux2           64               1.5
mux4          352                17
clkbuf        100              0.79
edfxtp       1024                64
a22oi          64               1.0
nand2          85              0.67
a211oi         64               1.1
o221ai         64               1.2
mux2i         320               6.7
==> layout by cell type (no fill, tap or decap), types with 33 or more instances in the layout <==
cell type,Yosys,layout
sky130_fd_sc_hd__mux2_2,64,64
sky130_fd_sc_hd__mux4_2,316,316
sky130_fd_sc_hd__clkdlybuf4s50_1,0,102
sky130_fd_sc_hd__nor2_4,0,33
sky130_fd_sc_hd__mux2i_1,320,320
sky130_fd_sc_hd__a221oi_1,38,38
sky130_fd_sc_hd__clkbuf_16,0,102
sky130_fd_sc_hd__buf_4,53,167
sky130_fd_sc_hd__o21ai_0,50,50
sky130_fd_sc_hd__a211oi_1,53,53
sky130_fd_sc_hd__edfxtp_1,1024,1024
sky130_fd_sc_hd__a22oi_1,64,64
sky130_fd_sc_hd__mux4_1,36,36
sky130_fd_sc_hd__nand2_1,85,85
sky130_fd_sc_hd__o221ai_1,64,64
==> final cells by class <==
type,count,area share (%)
sequential,1024,55.0
multi-input combinational,1354,29.3
timing repair buffer,299,5.00
tap,2072,4.64
clock buffer,111,4.63
clock inverter,76,1.35
inverter,2,0.0179
antenna,1,0.00448
Power and IR drop assume default switching activity.
